File: ./run.sh
#!/bin/bash
# OpenROAD 26Q1-2900-gdf79404cd8, Yosys 0.63+post, stock flow scripts
make -C /OpenROAD-flow-scripts/flow DESIGN_CONFIG=/design/flow/config.mk WORK_HOME=/design/flow/orfs finish
File: ./config.mk
export PLATFORM = sky130hd
export DESIGN_NAME = alarmClock
export DESIGN_NICKNAME = alarmClock
export VERILOG_FILES = /design/flow/design.v
export SDC_FILE = /design/flow/constraint.sdc
export NUM_CORES = 4
export LEC_CHECK = 1
export CORE_UTILIZATION = 50
File: ./constraint.sdc
current_design alarmClock

set clk_period 3.4
set clk_io_pct 0.2

create_clock -name clk0 -period $clk_period [get_ports {clock}]

set non_clock_inputs [all_inputs -no_clocks]
set_input_delay [expr $clk_period * $clk_io_pct] -clock clk0 $non_clock_inputs
set_output_delay [expr $clk_period * $clk_io_pct] -clock clk0 [all_outputs]
File: ./design.v
`timescale 1s / 1ms
module alarmClock(
	input clock,
	input reset,
	output [6:0] display_minute_LSB,
	output [6:0] display_minute_MSB,
	output [6:0] display_hour_LSB,
	output [6:0] display_hour_MSB
    );
reg [6:0] count_second;  
reg [6:0] count_minute;  
reg [6:0] count_hour;  
wire [3:0] reg_minute_MSB;
wire [3:0] reg_minute_LSB;
wire [3:0] reg_hour_MSB;
wire [3:0] reg_hour_LSB;
wire clock_1_second;
wire clock_quarter_second;
numberToDigits n1(.binaryNumber(count_minute),.digit_MSB(reg_minute_MSB),.digit_LSB(reg_minute_LSB));
numberToDigits n2(.binaryNumber(count_hour),.digit_MSB(reg_hour_MSB),.digit_LSB(reg_hour_LSB));
decodeTo7Segment d1(.numberToDecode(reg_minute_MSB),.digitLeds(display_minute_MSB));
decodeTo7Segment d2(.numberToDecode(reg_minute_LSB),.digitLeds(display_minute_LSB));
decodeTo7Segment d3(.numberToDecode(reg_hour_MSB),.digitLeds(display_hour_MSB));
decodeTo7Segment d4(.numberToDecode(reg_hour_LSB),.digitLeds(display_hour_LSB));
generateClocks g(.clock(clock),.reset(reset),.clock_1_second(clock_1_second),.clock_quarter_second(clock_quarter_second));
initial count_second <= 0;
initial count_minute <= 0;
initial count_hour <= 0;
always@(posedge clock_1_second) 
	begin
		if(reset)		
			begin
				count_second <= 0;
				count_minute <= 0;
				count_hour <= 0;	
			end	
		else
			begin
				count_second <= count_second + 1;
				if (count_second == 59)
					begin
						count_second <= 0;
						count_minute <= count_minute + 1;
					end
				if (count_minute == 59 && count_second == 59)
					begin
						count_minute <= 0;
						count_hour <= count_hour + 1;
					end
				if (count_hour == 23 && count_minute == 59 && count_second == 59)
					begin
						count_hour <= 0;
					end	
			end	
	end
endmodule
`timescale 1ns / 1ps
module decodeTo7Segment(
	input [3:0] numberToDecode,
	output reg [6:0] digitLeds
    );
parameter ZERO = 7'b0000001;
parameter ONE = 7'b1001111;
parameter TWO = 7'b0010010;
parameter THREE = 7'b0000110;
parameter FOUR = 7'b1001100;
parameter FIVE = 7'b0100100;
parameter SIX = 7'b0100000;
parameter SEVEN = 7'b0001111;
parameter EIGHT = 7'b0000000;
parameter NINE = 7'b0000100;
parameter showMiddleLed = 7'b0000001;
always @ (numberToDecode)
	begin
		case(numberToDecode)
			0: digitLeds = ZERO;
			1: digitLeds = ONE;
			2: digitLeds = TWO;
			3: digitLeds = THREE;
			4: digitLeds = FOUR;
		   5: digitLeds = FIVE;
			6: digitLeds = SIX;
			7: digitLeds = SEVEN;
			8: digitLeds = EIGHT;
			9: digitLeds = NINE;
			default:digitLeds = showMiddleLed;
		endcase
	end
endmodule
`timescale 1ns / 1ps
module generateClocks(
input clock,
input reset,
output reg clock_1_second,
output reg clock_quarter_second
    );
reg [27:0] count_clock_1_second;
reg [27:0] count_clock_quarter_second;
initial count_clock_1_second <= 0;
initial count_clock_quarter_second <= 0;
initial clock_1_second <= 0;
initial clock_quarter_second <= 0;
always@(posedge clock)
	begin
		if(reset) begin
			count_clock_1_second <= 0;
			clock_1_second <= 0;
		end	
		else begin
			count_clock_1_second <= count_clock_1_second + 1;
			if (count_clock_1_second == 25000000) begin
				count_clock_1_second <= 0;
				clock_1_second <= ~clock_1_second;
			end
		end
	end
always@(posedge clock)
	begin
		if(reset) begin
			count_clock_quarter_second <= 0;
			clock_quarter_second <= 0;
		end	
		else begin
			count_clock_quarter_second <= count_clock_quarter_second + 1;
			if (count_clock_quarter_second == 6250000) begin
				count_clock_quarter_second <= 0;
				clock_quarter_second <= ~clock_quarter_second;
			end
		end
	end
endmodule
`timescale 1ns / 1ps
module numberToDigits(
	input [6:0] binaryNumber,
	output reg [3:0] digit_MSB,
	output reg [3:0] digit_LSB
    );
integer i;
always@(binaryNumber)
	begin
		digit_LSB = 0;
		digit_MSB = 0;
		for(i=6; i>=0;i=i-1)
			begin
				if (digit_MSB>=5)
					digit_MSB = digit_MSB + 3;
				if (digit_LSB>=5)
					digit_LSB = digit_LSB + 3;
				digit_MSB = digit_MSB << 1;
				digit_MSB[0] = digit_LSB[3];
				digit_LSB = digit_LSB << 1;
				digit_LSB[0] = binaryNumber[i];
			end
	end
endmodule
==> impl_metrics.tcl <==
# place-and-route summary
set metrics [dict create \
    common_cells "80 x nor2_1, 50 x dfxtp_1, 39 x ha_1" \
    yosysTopAreaCell "dfxtp_1" \
    htree_num_levels 2 \
    antenna_cells 0 \
    cts_tree "yes" \
    fin_cells 634 \
    unclocked_regs 21 \
    die_area_mm2 0.008610 \
    r2r_slack_ns 1.09 \
    ant_nets 0 \
    syn2layout_area_growth_pct 10.96 \
    fin_crit_ns 2.312 \
    antenna_found_initial 0 \
    drtIter0Drc 150 \
    tool_warnings 45 \
    cp.buffers_inverters 0 \
    num_rows 32 \
    crit_cells 7 \
    cpPeakStageDelay_ns 0.66 \
    finalSetupViolCount 0 \
    seqCellArea_mm2 0.001001 \
    vias 3440 \
    tightest_slew_ns 0.9265 \
    core_area_mm2 0.007848 \
    fmax_mhz 432.5 \
    slew_headroom 0.3779 \
    hp-class "reg2reg" \
    ios 30 \
    logic_area_mm2 0.002929 \
    critPathLaunch "g.count_clock_1_second[2]" \
    worstSetupEndpoint "g.count_clock_1_second[25]" \
    flop_cell "dfxtp_1" \
    gp_congestion 0.8405 \
    start_kind "flip-flop" \
    edf_count 0 \
    arrival_ns 2.52 \
    path_clk_slew_ns 0.06 \
    slowest_stage "nor4_1" \
    p_per_area_mw_per_mm2 147.7 \
    critPathMaxFanout 5 \
    clk_latency_ns 0.28 \
    rsz0062_at_grt "no" \
    die_w_um 92.79 \
    outcome "complete, no violations" \
    ys_ff 50 \
    fin_util 0.5827 \
    yosys_warnings 4 \
    syn_area_per_cell_um2 8.097 \
    cp.required_ns 3.61 \
    path_class "reg2reg" \
    floorplanUtilization 0.5252 \
    cts.hold.buffers_added 0 \
    crit_chain "nand3_1 > nor4_1 > nand2_1 > nor2_1 > nand3_1 > or3_1 > a21oi_1" \
    rr_endpoint "g.count_clock_1_second[25]" \
    area_leaders "dfxtp_1 24%, ha_1 12%, xnor2_1 7.4%" \
    maxCapViolations 0 \
    ys_cells 509 \
    grt_pass1_wl_mm 13.59 \
    synth_seq_share 0.2429 \
    untimed_endpoints 49 \
    top_area_frac 0.2429 \
    ir_drop_v 0.0003894 \
    synthCells 509 \
    grt_pass1_vias 3037 \
    dpl.hpwl_mm 5.658 \
    drive_gt1_frac 0.07519 \
    syn-cell-area_mm2 0.004121 \
    total_power_w 0.0006754 \
    reg2regPathDepth 7 \
    cts_setup_buffers 0 \
    port_buffers 29 \
    yosysMostFrequentCell "nor2_1" \
    cts_root_buf "clkbuf_8" \
    drv_slew 0 \
    nFillCells 713 \
    async_reset_ff_frac 0 \
    hold_viol 0 \
    dp.cells 626 \
    p_leak_nw 1.772 \
    fp.dieH_um 92.79 \
    wl_per_cell_um 11.76 \
    critPathMostFrequentCell "nand3_1" \
    routed_wl_mm 7.454 \
    cts_buffers 5 \
    grt_usage 0.1876 \
    fin_skew_ns 0.006750 \
    drc 0 \
    ys_area_mm2 0.004121 \
    fin_crit_sh 0.6801 \
    avgViaCountPerCell 5.426 \
    grt_overflow_total 0 \
    cp-end-kind "flip-flop" \
    ys_types 68 \
    cp_top_family "simple AND/OR/NAND/NOR gates" \
    postCtsResizedCells 0 \
    r2r_start "g.count_clock_1_second[2]" \
    grt_max_degree 29 \
    first_pass_iters 4 \
    setup_tns_ns 0 \
    clk_path_buf_depth 2 \
]
[area by class of cell]
cell class | instances | area share
Multi-Input combinational cell | 413 | 0.6405
Sequential cell | 50 | 0.2189
Timing Repair Buffer | 30 | 0.06512
Tap cell | 102 | 0.02791
Inverter | 31 | 0.02544
Clock buffer | 7 | 0.02107
Clock inverter | 1 | 0.001094
[layer usage]
metal,vias to the layer above,share of wire,track usage
met3,5,0.030,0.01671
met1,1549,0.55,0.3177
li1,1840,-,-
met2,46,0.41,0.2733
met5,-,0,0
met4,0,0.0071,0.01026
[cell families (layout without fill, tap and decap cells)]
logic type | after synthesis | after routing | synth area share
AOI/OAI and AO/OA | 93 | 93 | 0.1697
xor gates and xnor gates | 53 | 53 | 0.1163
adders and majority gates | 39 | 39 | 0.1184
buffers and inverters | 46 | 69 | 0.04644
DFF | 50 | 50 | 0.2429
muxes | 23 | 23 | 0.06922
and+or+nand+nor | 205 | 205 | 0.2371
[power breakdown]
group | internal [W] | leakage (nW) | switching [W]
clock network | 0.000182 | 0.0542 | 0.000125
registers | 0.000343 | 0.404 | 0.00000334
logic | 0.00000759 | 1.31 | 0.0000142
total | 0.000533 | 1.77 | 0.000142
[sequential cells by signal, summed over array words and instances, names as in the netlist]
| name | flops |
|---|---|
| count_second | 7 |
| g.count_clock_1_second | 28 |
| count_hour | 7 |
| count_minute | 7 |
| g.clock_1_second | 1 |
[layout by cell type (no fill, tap or decap), types with 11 or more instances in the layout]
master	Yosys	final
a21oi_1	22	22
clkdlybuf4s50_1	0	29
dfxtp_1	50	50
ha_1	39	39
inv_1	29	29
mux2i_1	12	12
nand2_1	34	34
nand3_1	24	24
nor2_1	80	80
nor3_1	11	11
o21ai_0	13	13
xnor2_1	35	35
xor2_1	16	16
[worst min-delay path by stage]
stage                                     start                        end  slack [ns]  depth (start not counted)
after global routing  g.count_clock_1_second[0]  g.count_clock_1_second[0]        0.52                          1
final                 g.count_clock_1_second[0]  g.count_clock_1_second[0]        0.47                          1
after CTS             g.count_clock_1_second[0]  g.count_clock_1_second[0]        0.47                          1
[through the flow]
stage	worst slack, ns	hold slack, ns	area (um2)
after floorplan	1.311	0.4409	4121
after global placement	1.178	0.4530	4472
after detailed placement	1.156	0.4603	4472
after CTS	1.124	0.4737	4573
after global routing	0.8515	0.5170	4573
final	1.088	0.4668	4573
Power and IR drop assume default switching activity.
